### design.v
module pc (
    output reg [15:0]pcreg,
    input [15:0]aluout,
    input [15:0] read_data_c,
    input PCSel, input PCcombined
);
    always @(posedge PCcombined) begin
            if(PCSel == 1'b0)
                pcreg = aluout;
            else
                pcreg = read_data_c;
    end
endmodule
### run.sh
#!/bin/bash
# OpenROAD 26Q1-2900-gdf79404cd8, Yosys 0.63+post, stock flow scripts
make -C /OpenROAD-flow-scripts/flow DESIGN_CONFIG=/design/flow/config.mk WORK_HOME=/design/flow/orfs finish
### config.mk
export PLATFORM = sky130hd
export DESIGN_NAME = pc
export DESIGN_NICKNAME = pc
export VERILOG_FILES = /design/flow/design.v
export SDC_FILE = /design/flow/constraint.sdc
export NUM_CORES = 4
export LEC_CHECK = 1
export CORE_AREA = 10 10 72 72
export DIE_AREA = 0 0 82 82
### constraint.sdc
current_design pc

set clk_period 1.1
set clk_io_pct 0.2

create_clock -name clk0 -period $clk_period [get_ports {PCcombined}]

set non_clock_inputs [all_inputs -no_clocks]
set_input_delay [expr $clk_period * $clk_io_pct] -clock clk0 $non_clock_inputs
set_output_delay [expr $clk_period * $clk_io_pct] -clock clk0 [all_outputs]
==> run notes <==
run results: status=finished clean, IO Pins=~50, area delta synth->final=108%, area of the die=just under 7000 µm², Net Sw Power=0.000247 W, DR iter-0 viols=17, Seq share, synth=56.3%, CTS Buf Count=3, worst-margin pin slew=~200 ps, overall power consumption=between 0.001 and 0.0015 W, DRC violations left=0, RSZ-0062 raised after global routing=no, FP Util=15.4%, setup TNS=0 ps, Comb pwr share=between 10% and 20%, post-synth design cell area=about 570 µm², Clock Pin Slew Worst Setup and Hold Paths=about 60 ps, first-pass GRT wire length=approximately 2.5 mm, cell count after synthesis=34, hold crit path type=in2reg, YS chip area=569 µm², Max IR drop VDD=between 0.3 and 0.4 mV, FMAX=990 MHz, Die Ht=82 µm, layout cell share with drive strength beyond 1=approximately 27%, Synth flops=16, Final period util=approximately nine tenths, relative slew slack=between 80% and 90%, vias per inst=roughly 3.3, total clock sinks=16, min Tclk post-route=just over 1000 ps, Final Hold Fails=0, TritonCTS clock tree=yes, chip width=around 80 µm, critical path class=reg2out, crit path launch type=flip-flop, Flop pwr share=approximately 45%, Setup Buffers After CTS=0, worst path required time=880 ps, number of flip-flops in the largest register=16, setup violators final=0, CP max stage cell=dfxtp_2, drt total wl=1.73 mm, Power Internal=0.00117 W, GRT Total Usage=under 10%, static leakage=between 0.5 and 0.6 nW, Sw Share=between 10% and 20%, vias in the first global route=approximately 520, hold buffers post-CTS=0, Worst setup EP type=primary output, post_cts resized=18, antenna violations before repair=0, CP top delay family=flip-flops, largest net degree at the start of global routing=10, WP buf/inv=1, Worst Path Arrival=between 700 and 800 ps, tool warnings=25, gpl congestion=0.745, I/O Buffers=49, Clock Path Buffers=2, worst path cell trace=dlygate4sd2_1, yosys cell count=34, total gr overflow=0, drt first pass iters=2, root buffer cell=clkbuf_8, row count=22, synth unique cells=5, DR vias=roughly 450, CTS H-Tree Depth=1, Syn Area/Cell=roughly 17 µm², area of the core=between 3000 and 4000 µm², max-slew violation count=0, Post-DP HPWL=roughly 1.5 mm, Worst Path Max Fanout=1, Crit path largest cell delay=around 310 ps, clock power share=a little over a third, Syn. warnings=1, max-cap violation count=0, PD cells=1190 nW/µm², Ant. Diodes=0, routed length per placed instance=12.7 µm, final antenna-violating net count=0
## power by group through the flow
stage         sequential (W)  clock (W)  combinational, W
CTS                 0.000637   0.000528          0.000280
global route        0.000640   0.000560          0.000292
finish              0.000636   0.000505          0.000272
## cell families (layout without fill, tap and decap cells)
| group | count (synthesis) | after routing | synth area share (%) |
|---|---|---|---|
| multiplexers | 16 | 16 | 38.2 |
| flip-flops | 16 | 16 | 56.3 |
| buffers and inverters | 2 | 56 | 5.49 |
## per-layer routing
metal	GRT usage, %	wire, µm
met4	0.510	0
met1	4.46	541
met5	0	0
met2	8.78	899
met3	3.96	283
## cell usage after synthesis, drive strengths merged
cell type  count  area (µm²)
mux2          16         218
dfxtp         16         320
buf            2        31.3
## stage by stage
step	util, %	setup slack, ps	hold slack, ps	instance area (µm²)	cells
2_1_floorplan	-	223	363	569	34
3_3_place_gp	30.3	-270	829	1120	131
3_5_place_dp	30.3	-287	832	1120	131
4_1_cts	32.1	71.1	572	1180	136
5_1_grt	32.1	51.0	567	1180	136
6_report	32.1	90.3	576	1180	136
## cell type report
cell class,count,area [µm²]
Fill cell,378,2500
Timing Repair Buffer,52,529
Sequential cell,16,322
Multi-Input combinational cell,16,218
Tap cell,48,60.1
Clock buffer,4,55.1
## placed cells by master (no fill, tap or decap)
cell type	count
clkbuf_8	4
buf_12	1
mux2_2	6
buf_4	1
bufbuf_16	1
clkdlybuf4s50_1	32
dfxtp_1	15
dlygate4sd2_1	17
dfxtp_2	1
mux2_4	10
## path summary, 6_finish.rpt
path	start	to	slack, ps	cells past startpoint
worst max-delay path	pcreg[10]	pcreg[10]	90	1
worst min-delay path	aluout[0]	pcreg[0]	580	2
Power is estimated from default activity; no workload was simulated.
