`./run.sh`:
```
#!/bin/bash
# OpenROAD 26Q1-2900-gdf79404cd8, Yosys 0.63+post, stock flow scripts
make -C /OpenROAD-flow-scripts/flow DESIGN_CONFIG=/design/flow/config.mk WORK_HOME=/design/flow/orfs finish
```
`./config.mk`:
```
export PLATFORM = sky130hd
export DESIGN_NAME = alu_control
export DESIGN_NICKNAME = alu_control
export VERILOG_FILES = /design/flow/design.v
export SDC_FILE = /design/flow/constraint.sdc
export NUM_CORES = 4
export LEC_CHECK = 1
export CORE_AREA = 10 10 70 70
export DIE_AREA = 0 0 80 80
```
`./constraint.sdc`:
```
current_design alu_control

set clk_period 2.5
set clk_io_pct 0.2

create_clock -name clk0 -period $clk_period

set non_clock_inputs [all_inputs -no_clocks]
set_input_delay [expr $clk_period * $clk_io_pct] -clock clk0 $non_clock_inputs
set_output_delay [expr $clk_period * $clk_io_pct] -clock clk0 [all_outputs]
```
`./design.v`:
```
module alu_control (
    output [2:0] alu_ctrl,
    input [3:0] op,
    input [3:0] func_field,
    input csig
);
    wire select = |op;
    assign alu_ctrl[2] = csig ? 1'b0 :(select ? op[2] | (op[3] & op[1] & op[0]) : 1'b0);
    assign alu_ctrl[1] = csig ? 1'b1 : (select ? ~op[2] | (~op[3] & op[1] & op[0]) : func_field[1] & func_field[0]);
    assign alu_ctrl[0] = csig ? 1'b1 : (select ? (~op[2] & (~op[3] | ~op[1] | ~op[0])) | (~op[3] & op[1] & ~op[0]) | (&op) : ~func_field[0]);
endmodule
```
==> out/writeup.txt <==
The run gives 2 for the count of buffering cells on the critical path with inverters included. For the number of global-route vias before repair, the log shows 134. The sequential element share of the synthesized area was 0%. The die covers 0.006400 mm^2. The instance count after placement with tap cells included was 72. The tools report the multi-input gate area in the final layout as 95.09 um^2. The biggest fanout along the worst timing path is 5. The minimum clock period after layout is 2.381 ns. Per STA, the worst path is made up of clkdlybuf4s50_1 -> o21bai_1 -> a221o_1 -> clkdlybuf4s50_1. Synthesized area per cell: 7.060 um^2. The run gives 0 for the number of resized instances in the post-cts repair step.

The transition time recorded at the tightest slew-check pin is 0.2747 ns. The type of the worst setup path was primary input to output pin. Via total after detailed routing: 162. In this run the standard cell core region covers 0.003416 mm^2. Per the GRT log, the top usage layer is met1. The library cell used most frequently in the layout, excluding fill and tap cells, is sky130_fd_sc_hd__clkdlybuf4s50_1. Critical path endpoint category: an output pin. Yosys mapped the design onto 12 distinct sky130hd cell types. The min-delay analysis places its worst path in the category primary input to output pin.

The final timing summary puts the cycle share of the worst path at 95.26%. The kind of launch point of the worst setup path was a primary input. From bottom edge to top edge, the die measures 80 um.

The area of all sequential standard cells was 0 um^2. Per the synthesis report, the AND-OR/OR-AND share of the synthesized area is 46.84%. The first global-routing pass estimated 683 um of wire. The run gives 0 as the final count of negative-setup-slack endpoints. The run gives 3 as the number of detailed-route iterations in the first pass. The max capacitance violation total is 0, and the routability-driven placement congestion ratio is 0.6695.

Grouping stages by cell kind, the critical path spends the most delay in buffers and inverters. At the floorplan stage, the core utilization is reported as 2.894%. The tools report the met1 track demand over resource in global routing as 1.780%. With the routed length per instance at 6.722 um, the final max-slew violation count is 0. The layout has 0 clock buffers. The run gives 14 as the count of instantiated cells in the yosys netlist. The tools report the area of the synthesized netlist per yosys stat as 98.84 um^2.

The run finished with clean final reports. Summing over the stages, the warning tally comes to 34. 12 I/O pins were placed. The final layout reports a setup TNS of 0 ns. The flow measured a signed area growth from synthesis to layout of 182.3%.

Per the slew report, the remaining headroom to the max-slew limit stands at 81.66%. Number of antenna violations at the first check in global routing: 0. The run gives 49.37% for the post-synthesis share of cell area spent on and, or, nand and nor gates. The antenna diode count was 0. The routed design has 484 um of wire. For met3 alone, demand over resource in global routing was 0.5682%.

The finished layout holds 72 standard cells, fillers aside. In this run, the synthesized area fraction spent on xor and xnor cells is recorded as 0%. With the sequential cell count at 0, the count of routing violations after the opening detailed-route iteration is 1. Entering global routing, the biggest net connects 9 pins. The run gives 98.85 um^2 as the summed instance area of the synthesized netlist. The number of warnings printed during yosys synthesis was 0; the met2 routing resource usage after global routing was 1.766%. Setup repair after global routing left no endpoint under its margin. The logs give 0 for the number of buffers inserted by hold repair at cts and 0 for the total overflow reported by the global router. Fraction of synthesized area in multiplexers: 0%.

In this build the clock could be raised as far as 419.9 MHz. The routed design shows a via density per instance of 2.250. The run gives 0 as the detailed-route DRC error count. In this run the remaining antenna-violating nets after routing total 0. The proportion of layout cells with a drive suffix above 1 is 11.54%. The slowest stage of the critical path is the sky130_fd_sc_hd__clkdlybuf4s50_1 cell.

The run gives 0.01437 mV for the worst IR drop on VDD. The top cell types in the final layout, fill and taps aside, are sky130_fd_sc_hd__clkdlybuf4s50_1 (7), sky130_fd_sc_hd__dlymetal6s2s_1 (3), sky130_fd_sc_hd__nor2_1 (2), sky130_fd_sc_hd__o21bai_1 (2), sky130_fd_sc_hd__buf_4 (2). In the global route stage, overall resource usage came out at 1.247%.

The run gives 408 for the fill cell instance count of the final layout. In this run the core area contains 21 standard-cell rows. The worst path arrival time is 1.88 ns, and the leakage power summed over all cells is 0.1103 nW. The cell count after synthesis is 14, and the number of buffers inserted to repair setup after CTS is 0. The adder-cell share of the synthesized area is 0%.

Per the placement log, port buffering inserted 10 buffers. Per STA, the library cell used most along the worst path is sky130_fd_sc_hd__clkdlybuf4s50_1. The width of the die was 80 um.

The power density relative to cell area works out to 120.8 mW/mm^2. Endpoints failing hold in the final report were tallied at 0. The tools report the worst path required time as 2.00 ns. Per STA, the highest per-stage delay on the worst path measures 0.48 ns. In the synthesized netlist, the dominant kind of combinational cell is simple AND/OR/NAND/NOR gates.
==> area by class of cell <==
class / instances / area share, %
tap: 46 / 20.63
inverter: 1 / 1.345
multi-input combinational: 13 / 34.08
timing repair buffer: 12 / 43.95
==> per-stage QoR <==
| step | worst slack [ns] | total power, mW | hold slack, ns | instance area (um^2) | util, % |
|---|---|---|---|---|---|
| 6_report | 0.1186 | 0.03369 | 1.828 | 279.0 | 8.169 |
| 5_1_grt | 0.04826 | 0.03746 | 1.925 | 279.0 | 8.169 |
| 4_1_cts | 0.005370 | 0.03464 | 2.005 | 271.5 | 7.949 |
| 3_5_place_dp | 0.01495 | 0.03425 | 1.998 | 271.5 | 7.949 |
| 3_3_place_gp | 0.02261 | 0.03393 | 2.010 | 271.5 | 7.949 |
| 2_1_floorplan | 1.049 | 0.008109 | 1.013 | 98.84 | - |
==> synth_stat cells <==
cell | count | share of area (%)
sky130_fd_sc_hd__o21bai_1 | 2 | 15
sky130_fd_sc_hd__a31oi_1 | 1 | 6.3
sky130_fd_sc_hd__inv_1 | 1 | 3.8
sky130_fd_sc_hd__nand3_1 | 1 | 5.1
sky130_fd_sc_hd__nand3b_1 | 1 | 7.6
sky130_fd_sc_hd__nor3b_1 | 1 | 7.6
sky130_fd_sc_hd__nor2_1 | 2 | 7.6
sky130_fd_sc_hd__o21ai_0 | 1 | 5.1
sky130_fd_sc_hd__a221o_1 | 1 | 10
sky130_fd_sc_hd__nor3b_2 | 1 | 13
sky130_fd_sc_hd__nand4b_1 | 1 | 8.9
sky130_fd_sc_hd__a41o_1 | 1 | 10
==> layer usage <==
layer | part of all wire, % | vias up | wire, um
met5 | 0 | - | 0
met4 | 0 | 0 | 0
met3 | 15 | 0 | 71
met2 | 36 | 8 | 174
met1 | 49 | 71 | 238
li1 | - | 83 | -
==> power breakdown <==
part	leakage, nW	switching (mW)	internal (mW)
logic	0.110	0.0113	0.0224
clock network	0	0	0
registers	0	0	0
==> cells by family (layout without fill, tap and decap cells) <==
family                 after synthesis  after routing
AND/OR/NAND/NOR                      7              7
AND-OR/OR-AND                        6              6
buffers and inverters                1             13
==> final timing paths <==
check,startpoint,endpoint,slack [ns],cells after the start
hold / removal,op[2],alu_ctrl[2],1.83,4
setup / recovery,op[1],alu_ctrl[1],0.12,4
No activity file was given, so power comes from the tool's default toggle rates.
