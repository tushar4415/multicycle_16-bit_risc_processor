File: run.sh
#!/bin/bash
# OpenROAD 26Q1-2900-gdf79404cd8, Yosys 0.63+post, stock flow scripts
make -C /OpenROAD-flow-scripts/flow DESIGN_CONFIG=/design/flow/config.mk WORK_HOME=/design/flow/orfs finish
File: config.mk
export PLATFORM = sky130hd
export DESIGN_NAME = main_ALU
export DESIGN_NICKNAME = main_ALU
export VERILOG_FILES = /design/flow/design.v
export SDC_FILE = /design/flow/constraint.sdc
export NUM_CORES = 4
export LEC_CHECK = 1
export CORE_UTILIZATION = 30
File: constraint.sdc
current_design main_ALU

set clk_period 12.1
set clk_io_pct 0.2

create_clock -name clk0 -period $clk_period

set non_clock_inputs [all_inputs -no_clocks]
set_input_delay [expr $clk_period * $clk_io_pct] -clock clk0 $non_clock_inputs
set_output_delay [expr $clk_period * $clk_io_pct] -clock clk0 [all_outputs]
File: design.v
module main_ALU(ALUOut, zero_flag, SrcA, SrcB, ALUCtrl);
	output reg [15:0]ALUOut;
	output reg zero_flag;
	input [15:0]SrcA,SrcB;
	input [2:0]ALUCtrl;
	wire carry_out;
	wire [15:0]temp_outA, temp_outB, temp_outC, temp_outD, temp_outE, temp_outF, temp_inB;
	wire temp_zero;
	reg cin;
    assign temp_inB = (ALUCtrl&3'b100)?(~SrcB):(SrcB);
	sixteenbitadder s1(temp_outA,carry_out,SrcA,temp_inB,cin);
	sixteenbitor o1(temp_outB,SrcA,SrcB);
	sixteenbitnand n1(temp_outC,SrcA,SrcB);
	sll_barrel_shifter s2(temp_outD,SrcA,SrcB[3:0]);
	slr_barrel_shifter s3(temp_outE,SrcA,SrcB[3:0]);
	sar_barrel_shifter s4(temp_outF,SrcA,SrcB[3:0]);
	always @(*) begin
	case(ALUCtrl)
		3'b000:
		begin
			ALUOut = temp_outD;
		end
		3'b001:
		begin
			ALUOut = temp_outE;
		end
		3'b010:
		begin
			ALUOut = temp_outF;
		end
		3'b011:
		begin
			ALUOut = temp_outA;
			cin = 0;
		end
		3'b100:
		begin
			ALUOut = temp_outA;
			cin = 1;
		end
		3'b101:
		begin
			ALUOut = temp_outB;
		end
		3'b110:
		begin
			ALUOut = temp_outC;
		end
		default:
			ALUOut = 16'b0;
	endcase
	end
	always @(*) begin
	if(~|(ALUOut))
				zero_flag = 1'b1;
			else
				zero_flag = 1'b0;
	end
endmodule	
module fulladder(a,b,cin,sum,cout);
	output sum,cout;
	input a,b,cin;
	assign sum = (a ^ b ^ cin);
	assign cout= (a & b)|(cin & a)|(b & cin);
endmodule
module sixteenbitadder(Sum,cout,A,B,cin);
	output [15:0] Sum;
	output cout;
	input [15:0] A,B;
	input cin;
	wire [15:0] c;
	fulladder f0(A[0],B[0],cin,Sum[0],c[0]);
	fulladder f1(A[1],B[1],c[0],Sum[1],c[1]);
	fulladder f2(A[2],B[2],c[1],Sum[2],c[2]);
	fulladder f3(A[3],B[3],c[2],Sum[3],c[3]);
	fulladder f4(A[4],B[4],c[3],Sum[4],c[4]);
	fulladder f5(A[5],B[5],c[4],Sum[5],c[5]);
	fulladder f6(A[6],B[6],c[5],Sum[6],c[6]);
	fulladder f7(A[7],B[7],c[6],Sum[7],c[7]);
	fulladder f8(A[8],B[8],c[7],Sum[8],c[8]);
	fulladder f9(A[9],B[9],c[8],Sum[9],c[9]);
	fulladder f10(A[10],B[10],c[9],Sum[10],c[10]);
	fulladder f11(A[11],B[11],c[10],Sum[11],c[11]);
	fulladder f12(A[12],B[12],c[11],Sum[12],c[12]);
	fulladder f13(A[13],B[13],c[12],Sum[13],c[13]);
	fulladder f14(A[14],B[14],c[13],Sum[14],c[14]);
	fulladder f15(A[15],B[15],c[14],Sum[15],c[15]);
	assign cout = c[15];
endmodule
module sixteenbitnand(out,in1,in2);
	output [15:0]out;
	input [15:0]in1,in2;
	nand n0(out[0],in1[0],in2[0]);
	nand n1(out[1],in1[1],in2[1]);
	nand n2(out[2],in1[2],in2[2]);
	nand n3(out[3],in1[3],in2[3]);
	nand n4(out[4],in1[4],in2[4]);
	nand n5(out[5],in1[5],in2[5]);
	nand n6(out[6],in1[6],in2[6]);
	nand n7(out[7],in1[7],in2[7]);
	nand n8(out[8],in1[8],in2[8]);
	nand n9(out[9],in1[9],in2[9]);
	nand n10(out[10],in1[10],in2[10]);
	nand n11(out[11],in1[11],in2[11]);
	nand n12(out[12],in1[12],in2[12]);
	nand n13(out[13],in1[13],in2[13]);
	nand n14(out[14],in1[14],in2[14]);
	nand n15(out[15],in1[15],in2[15]);
endmodule
module sixteenbitor(out,in1,in2);
	output[15:0]out;
	input [15:0]in1,in2;
	or o0(out[0],in1[0],in2[0]);
	or o1(out[1],in1[1],in2[1]);
	or o2(out[2],in1[2],in2[2]);
	or o3(out[3],in1[3],in2[3]);
	or o4(out[4],in1[4],in2[4]);
	or o5(out[5],in1[5],in2[5]);
	or o6(out[6],in1[6],in2[6]);
	or o7(out[7],in1[7],in2[7]);
	or o8(out[8],in1[8],in2[8]);
	or o9(out[9],in1[9],in2[9]);
	or o10(out[10],in1[10],in2[10]);
	or o11(out[11],in1[11],in2[11]);
	or o12(out[12],in1[12],in2[12]);
	or o13(out[13],in1[13],in2[13]);
	or o14(out[14],in1[14],in2[14]);
	or o15(out[15],in1[15],in2[15]);
endmodule
module slr_barrel_shifter(q,in,sel);
	output [15:0]q;
	input [15:0]in;
	input[3:0]sel;
	mux m0(q[0],in,sel);
	mux m1(q[1],{1'b0,in[15:1]},sel);
	mux m2(q[2],{2'b0,in[15:2]},sel);
	mux m3(q[3],{3'b0,in[15:3]},sel);
	mux m4(q[4],{4'b0,in[15:4]},sel);
	mux m5(q[5],{5'b0,in[15:5]},sel);
	mux m6(q[6],{6'b0,in[15:6]},sel);
	mux m7(q[7],{7'b0,in[15:7]},sel);
	mux m8(q[8],{8'b0,in[15:8]},sel);
	mux m9(q[9],{9'b0,in[15:9]},sel);
	mux m10(q[10],{10'b0,in[15:10]},sel);
	mux m11(q[11],{11'b0,in[15:11]},sel);
	mux m12(q[12],{12'b0,in[15:12]},sel);
	mux m13(q[13],{13'b0,in[15:13]},sel);
	mux m14(q[14],{14'b0,in[15:14]},sel);
	mux m15(q[15],{15'b0,in[15]},sel);
endmodule
module sar_barrel_shifter(q,in,sel);
	output [15:0]q;
	input [15:0]in;
	input[3:0]sel;
	mux m0(q[0],in,sel);
	mux m1(q[1],{in[15],in[15:1]},sel);
	mux m2(q[2],{{2{in[15]}},in[15:2]},sel);
	mux m3(q[3],{{3{in[15]}},in[15:3]},sel);
	mux m4(q[4],{{4{in[15]}},in[15:4]},sel);
	mux m5(q[5],{{5{in[15]}},in[15:5]},sel);
	mux m6(q[6],{{6{in[15]}},in[15:6]},sel);
	mux m7(q[7],{{7{in[15]}},in[15:7]},sel);
	mux m8(q[8],{{8{in[15]}},in[15:8]},sel);
	mux m9(q[9],{{9{in[15]}},in[15:9]},sel);
	mux m10(q[10],{{10{in[15]}},in[15:10]},sel);
	mux m11(q[11],{{11{in[15]}},in[15:11]},sel);
	mux m12(q[12],{{12{in[15]}},in[15:12]},sel);
	mux m13(q[13],{{13{in[15]}},in[15:13]},sel);
	mux m14(q[14],{{14{in[15]}},in[15:14]},sel);
	mux m15(q[15],{{15{in[15]}},in[15]},sel);
endmodule
module sll_barrel_shifter(q,in,sel);
	output [15:0]q;
	input [15:0]in;
	input[3:0]sel;
	l_mux m0(q[0],{in[0],15'b0},sel);
	l_mux m1(q[1],{in[1:0],14'b0},sel);
	l_mux m2(q[2],{in[2:0],13'b0},sel);
	l_mux m3(q[3],{in[3:0],12'b0},sel);
	l_mux m4(q[4],{in[4:0],11'b0},sel);
	l_mux m5(q[5],{in[5:0],10'b0},sel);
	l_mux m6(q[6],{in[6:0],9'b0},sel);
	l_mux m7(q[7],{in[7:0],8'b0},sel);
	l_mux m8(q[8],{in[8:0],7'b0},sel);
	l_mux m9(q[9],{in[9:0],6'b0},sel);
	l_mux m10(q[10],{in[10:0],5'b0},sel);
	l_mux m11(q[11],{in[11:0],4'b0},sel);
	l_mux m12(q[12],{in[12:0],3'b0},sel);
	l_mux m13(q[13],{in[13:0],2'b0},sel);
	l_mux m14(q[14],{in[14:0],1'b0},sel);
	l_mux m15(q[15],in,sel);
endmodule
module l_mux(y,in,sel);
	input[15:0]in;
	output y;
	reg y;
	input [3:0]sel;
	always @(sel) begin
		if (sel==4'd0)
			y = in[15];
		else if (sel==4'd1)
			y = in[14];
		else if (sel==4'd2)
			y = in[13];
		else if (sel==4'd3)
			y = in[12];
		else if (sel==4'd4)
			y = in[11];
		else if (sel==4'd5)
			y = in[10];
		else if (sel==4'd6)
			y = in[9];
		else if (sel==4'd7)
			y = in[8];
		else if (sel==4'd8)
			y = in[7];
		else if (sel==4'd9)
			y = in[6];
		else if (sel==4'd10)
			y = in[5];
		else if (sel==4'd11)
			y = in[4];
		else if (sel==4'd12)
			y = in[3];
		else if (sel==4'd13)
			y = in[2];
		else if (sel==4'd14)
			y = in[1];
		else if (sel==4'd15)
			y = in[0];
    end
  endmodule
module mux(y,in,sel);
	input[15:0]in;
	output y;
	reg y;
	input [3:0]sel;
	always @(sel) begin
		if (sel==4'd0)
			y = in[0];
		else if (sel==4'd1)
			y = in[1];
		else if (sel==4'd2)
			y = in[2];
		else if (sel==4'd3)
			y = in[3];
		else if (sel==4'd4)
			y = in[4];
		else if (sel==4'd5)
			y = in[5];
		else if (sel==4'd6)
			y = in[6];
		else if (sel==4'd7)
			y = in[7];
		else if (sel==4'd8)
			y = in[8];
		else if (sel==4'd9)
			y = in[9];
		else if (sel==4'd10)
			y = in[10];
		else if (sel==4'd11)
			y = in[11];
		else if (sel==4'd12)
			y = in[12];
		else if (sel==4'd13)
			y = in[13];
		else if (sel==4'd14)
			y = in[14];
		else if (sel==4'd15)
			y = in[15];
    end
 endmodule
==> impl_metrics.json <==
{
  "cp-start-kind": "input port",
  "grt_pass1_vias": 5181,
  "antenna_found_initial": 0,
  "first_pass_iters": 8,
  "hold_viol_final": 0,
  "min-delay-path-class": "input port to primary output",
  "floorplanUtilization_pct": 31.1,
  "drt-wirelength-per-cell_um": 20.3,
  "portBuffers": 52,
  "status": "finished clean",
  "drv_slew": 0,
  "die_w_um": 131,
  "unclocked_pins": 48,
  "hold_path_end": "zero_flag",
  "path_class": "input port to primary output",
  "crit_path_max_fanout": 2,
  "postSynthAreaPerCell_um2": 6.84,
  "p_sw_mw": 0.134,
  "worstPathRequired_ns": 9.68,
  "numSynthFlops": 48,
  "endpoint_kind": "primary output",
  "io_pins": 52,
  "synth-edff-count": 0,
  "hold_path_depth": 5,
  "grt_usage_pct": 23.8,
  "p_sw_share_pct": 53.5,
  "die_area_mm2": 0.0172,
  "core_mm2": 0.0161,
  "intPower_mw": 0.116,
  "grt_pass1_wl_um": 30300,
  "drt_iter0_drc": 861,
  "min_period_ns": 11.83,
  "untimed_endpoints": 48,
  "rsz0062_at_grt": "false",
  "gr-total-overflow": 0,
  "synthArstFlopShare_pct": 0,
  "hpwl_um": 14200,
  "place_inst": 994,
  "fin_crit_sh_pct": 97.7,
  "postLayoutSetupSlackWorst_ns": 0.275,
  "antenna_left": 0,
  "arrival_ns": 9.41,
  "syn_inst": 731,
  "rows": 46,
  "combPwrFrac_pct": 92.0,
  "tns_ns": 0,
  "yosys-stat-area_mm2": 0.00500,
  "routed_via_density": 5.91,
  "pwr-share-clk_pct": 0,
  "hp-start": "ALUCtrl[0]",
  "antenna_cells": 0,
  "drc": 0,
  "instances_no_fill": 995,
  "die_h_um": 131,
  "synthFlopType": "dlxtn_1",
  "pwr-share-seq_pct": 8.0,
  "grt_max_degree": 66,
  "gp_congestion": 1.00,
  "via_count": 5878,
  "design_area_mm2": 0.00590,
  "holdWs_ns": 5.84,
  "warning_count": 32,
  "postCtsHoldBufs": 0,
  "power_mw": 0.251,
  "leakage_nw": 2.31,
  "fin_util_pct": 36.7,
  "ir_drop_mv": 0.0194,
  "fmax_mhz": 84.6,
  "wl_um": 20200,
  "maxCapViolations": 0,
  "p_per_area_mw_per_mm2": 42.5,
  "ys_cells": 731,
  "dp_slack_ns": -0.884,
  "relSlewSlack_pct": 34.8,
  "place_area_mm2": 0.00585,
  "setup_violations": 0,
  "yosysUniqueCellTypes": 74,
  "syn_to_final_growth_pct": 17.9,
  "yosysWarnings": 3,
  "syn_area_mm2": 0.00500,
  "worstMarginPinSlew_ns": 0.976,
  "drive_gt1_share_pct": 11.0
}
final cells by class:
type                    instances  area (um2)
fillers                      1687       10200
inverters                      15        56.3
multi-input cells             625        4060
flip-flops and latches         48         721
well taps                     216         270
repair buffers                 91         787
critical path: stages:
cell and delay [ns]:
clkdlybuf4s15_2 0.23, inv_2 0.09, fa_1 0.17, inv_1 0.05
fa_2 0.34, fa_2 0.44, fa_2 0.40, fa_2 0.41
fa_2 0.41, fa_2 0.35, fa_2 0.35, fa_2 0.35
fa_2 0.35, fa_2 0.35, fa_2 0.38, fa_2 0.35
fa_1 0.36, inv_1 0.08, fa_1 0.17, inv_1 0.04
mux4_2 0.43, mux2_4 0.29, nor4_2 0.13, nand2_1 0.09
nor4_2 0.14, dlygate4sd2_1 0.23
synthesized netlist by cell type (14+ instances only):
master / number / area (um2)
inv_1: 14 / 52.6
buf_2: 21 / 105
a21oi_1: 58 / 290
a221oi_1: 16 / 140
mux2i_1: 15 / 150
a22oi_1: 34 / 255
fa_1: 15 / 300
nor2_1: 71 / 267
dlxtn_1: 47 / 706
nand2_1: 86 / 323
o21ai_0: 55 / 275
clkbuf_1: 54 / 203
nand2b_1: 14 / 87.6
cells by family (layout without fill, tap and decap cells):
logic type | count (synthesis) | count (layout) | share of synthesized area [%]
multiplexers | 30 | 30 | 7.36
AND-OR/OR-AND | 270 | 270 | 36.8
adder cells (fa/ha/maj) | 15 | 15 | 6.01
XOR/XNOR | 17 | 17 | 2.98
latches | 48 | 48 | 14.4
buffers and inverters | 104 | 106 | 8.88
AND/OR/NAND/NOR | 246 | 246 | 23.5
other | 1 | 47 | 0.0750
layer usage:
layer | vias up | track usage, % | wire length, um
met1 | 2594 | 35.3 | 8450
met4 | 0 | 6.15 | 682
met3 | 75 | 7.36 | 2920
li1 | 2759 | - | -
met2 | 450 | 33.5 | 8130
met5 | - | 0 | 0
repair_timing:
item / in CTS / in global routing
endpoints found under the setup margin: 3 / 0
resized: 20 / 0
setup buffers: 1 / 0
worst max-delay path by stage:
stage	startpoint	endpoint	slack, ns	depth (start not counted)
CTS	SrcA[0]	zero_flag	0.25	26
global route	SrcA[0]	zero_flag	0.01	26
finish	SrcA[0]	zero_flag	0.27	26
power by group through the flow:
stage     Combinational, mW  Clock [mW]  Sequential, mW
5_1_grt               0.251           0          0.0208
6_report              0.231           0          0.0201
4_1_cts               0.226           0          0.0201
cell usage in the layout, fill, tap and decap left out, drive strengths merged, types with 8 or more instances in the layout:
cell type	synthesis	layout
a211oi	11	11
a21oi	58	58
a221oi	16	16
a22oi	34	34
buf	34	44
clkdlybuf4s50	0	44
conb	1	47
dlxtn	47	47
fa	15	15
inv	14	14
mux2	11	11
mux2i	15	15
nand2	86	86
nand2b	14	14
nand3	12	12
nand4	12	12
nor2	71	71
nor2b	12	12
o211ai	8	8
o21ai	55	55
o22ai	12	12
xor2	13	13
Power figures rest on the tool's default switching activity, not on a simulated workload.
