--- flow/config.mk ---
export PLATFORM = sky130hd
export DESIGN_NAME = reg_file
export DESIGN_NICKNAME = reg_file
export VERILOG_FILES = /design/flow/design.v
export SDC_FILE = /design/flow/constraint.sdc
export NUM_CORES = 4
export LEC_CHECK = 1
export CORE_UTILIZATION = 30
--- flow/constraint.sdc ---
current_design reg_file

set clk_period 3.2
set clk_io_pct 0.2

create_clock -name clk0 -period $clk_period [get_ports {reg_wr}]

set non_clock_inputs [all_inputs -no_clocks]
set_input_delay [expr $clk_period * $clk_io_pct] -clock clk0 $non_clock_inputs
set_output_delay [expr $clk_period * $clk_io_pct] -clock clk0 [all_outputs]
--- flow/design.v ---
module reg_file(regouttest, read_data_a, read_data_b, read_data_c, read_addr_1, read_addr_2, read_addr_3, write_addr, write_data, reg_wr);
input reg_wr;
input [3:0] read_addr_1;
input [3:0] read_addr_2;
input [3:0] read_addr_3;
input [3:0] write_addr;
input [15:0] write_data;
output reg [15:0] regouttest;
output reg [15:0] read_data_a;
output reg [15:0] read_data_b;
output reg [15:0] read_data_c;
reg [15:0] registers [0:15];
initial begin
	registers[0] = 16'b0;
end
always @(posedge reg_wr)
begin
	registers[write_addr]=write_data;
end
always @(*) begin
	read_data_a = registers[read_addr_1];
	read_data_b = registers[read_addr_2];
	read_data_c = registers[read_addr_3];
end
initial begin
    registers[9] = 16'h1010;
    registers[1] = 16'h0101;
	registers[3] = 16'h0005;
end
endmodule
--- flow/run.sh ---
#!/bin/bash
# OpenROAD 26Q1-2900-gdf79404cd8, Yosys 0.63+post, stock flow scripts
make -C /OpenROAD-flow-scripts/flow DESIGN_CONFIG=/design/flow/config.mk WORK_HOME=/design/flow/orfs finish
==> ci_impl_report.md <==
## PnR job results

| Metric | Value |
|---|---|
| Status | `finished, final reports clean` |
| Critical path data required time | `2.56 ns` |
| Chip Area, Yosys | `13,700 um^2` |
| Max_cap viols | `0` |
| Critical Path Source | `read_addr_1[0]` |
| TritonCTS clock tree | `yes` |
| Startpoint Class | `primary input` |
| H-tree depth | `1` |
| Vias in the first global route | `9,044` |
| Crit-path cells | `buf_4, buf_12, buf_12, mux4_2, a22oi_1, nand2_1, clkdlybuf4s50_1` |
| Total gr overflow | `0` |
| Vias per inst | `5.62` |
| First-pass GRT wire length | `56,800 um` |
| Die height | `216 um` |
| CP max-delay cell | `mux4_2` |
| Die Area | `46,700 um^2` |
| Netlist cell types | `20` |
| Period minus WS final | `3.09 ns` |
| 1st-iter DRT viols | `413` |
| Num CTS Buffers | `27` |
| Placed cells | `1,383` |
| TritonRoute pass-1 iters | `7` |
| Vias | `8,037` |
| Int Power | `6110 uW` |
| Aggregate global-route resource usage | `0.182` |
| Share of cells above drive strength 1 | `0.348` |
| Power per standard cell area | `478 nW/um^2` |
| Largest net degree at the start of global routing | `43` |
| Worst min path class | `primary input to flip-flop` |
| Switch Pwr | `1820 uW` |
| Unrepaired setup endpoints after global routing | `false` |
| Slew margin rel. | `0.629` |
| Reg clk slew, reported paths | `0.06 ns` |
| Setup-failing EPs final | `0` |
| Worst-margin pin slew | `0.554 ns` |
| Clock network power share | `0.370` |
| Clock sinks | `256` |
| DRT Wirelength | `39,000 um` |
| Fmax | `0.324 GHz` |
| Synthesized area | `13,700 um^2` |
| Sw frac | `0.229` |
| Arrival @ worst endpoint | `2.45 ns` |
| Post-synthesis sequential area ratio | `0.560` |
| Peak supply drop | `0.361 mV` |
| Post-route clock period utilization | `0.965` |
| Hold buffer count at CTS | `0` |
| Final Non-Filler Cells | `1,431` |
| Fp_density | `0.303` |
| Core Util, Final | `0.366` |
| Post-route DRC | `0` |
| Core Box Area | `45,300 um^2` |
| Resized Gates After CTS | `0` |
| Gp weighted congestion | `0.841` |
| Slew Viols, Final | `0` |
| Setup Crit Path Kind | `primary input to primary output` |
| Leakage power | `0.00536 uW` |
| Fin. Hold Viols | `0` |
| Clock Tree Buf Depth | `3` |
| Crit path top cell by count | `buf_12` |
| Area Overhead vs Synth | `20.6%` |
| CP Capture Type | `primary output` |
| Combinational share of power | `0.142` |
| Initial antenna violation count | `0` |
| Setup Fix Bufs, Post-CTS | `0` |
| Routed Antenna Nets | `0` |
| Main area contributors after synthesis | `edfxtp_1 56%, mux4_2 26%, mux4_1 6.1%` |
| Seq pwr share | `0.489` |
| Tool Warnings | `25` |
| Flops after synth | `256` |
| Fin Setup TNS | `0 ns` |
| CTS root buf | `clkbuf_16` |
| Avg Inst Size Synth | `19.5 um^2` |
| Launch point of the worst hold path | `write_data[3]` |
| CP max FO | `20` |
| Post-DP HPWL | `23,800 um` |
| Die Wd | `216 um` |
| Std cell rows | `78` |
| Yosys warnings | `17` |
| Post-Synthesis Cells | `706` |
| Area leader, netlist | `edfxtp_1` |
| Final setup margin | `0.111 ns` |
| # Cells Yosys | `706` |
| Max FFs per register | `256` |
| Filler cells | `4,078` |
| IO Pins | `97` |
| Inserted Diodes | `0` |
| Dpl ws | `0.0957 ns` |
| Crit-path max cell delay | `0.50 ns` |
| I/O Buffers | `80` |
| Per-cell routed wire length | `27.3 um` |
| Top-area cell share | `0.560` |
[cell usage after synthesis]
master	instances
a22oi_1	96
and2_1	3
buf_1	5
buf_2	14
buf_4	25
buf_6	14
clkbuf_1	18
clkbuf_2	1
conb_1	1
dlygate4sd1_1	2
edfxtp_1	256
mux4_1	32
mux4_2	157
mux4_4	3
nand2_1	50
nand2b_1	4
nor2_1	12
nor2b_1	6
nor3_1	6
nor4_1	1
[cell type report]
cell class | count | area (um^2) | share of cell area
Clock buffer | 29 | 683 | 0.0412
Clock inverter | 19 | 138 | 0.00831
Multi-Input combinational cell | 386 | 5660 | 0.342
Sequential cell | 256 | 7690 | 0.464
Tap cell | 600 | 751 | 0.0453
Timing Repair Buffer | 141 | 1650 | 0.0995
[cell usage in the layout (no fill, tap or decap)]
cell	synthesis	final
nor4_2	0	1
clkbuf_1	18	2
a22oi_1	96	96
buf_12	0	33
nor2b_2	0	6
and2_1	3	3
conb_1	1	16
mux4_4	3	3
clkbuf_16	0	27
nor2_2	0	12
nor3_2	0	6
mux4_2	157	157
nand2b_1	4	4
edfxtp_1	256	256
nand2_1	50	50
mux4_1	32	32
inv_6	0	1
clkinv_1	0	9
clkdlybuf4s50_1	0	74
clkinv_2	0	7
bufinv_16	0	2
buf_2	14	3
buf_4	25	31
[kinds of logic (layout without fill, tap and decap cells)]
logic type | count (synthesis) | after routing | share of synthesized area
flip-flops | 256 | 256 | 0.560
multiplexers | 192 | 192 | 0.324
AND-OR/OR-AND | 96 | 96 | 0.0525
AND/OR/NAND/NOR | 82 | 82 | 0.0255
buffers and inverters | 79 | 189 | 0.0382
other | 1 | 16 | 0.000273
[power by group through the flow]
stage | combinational (uW) | clock [uW] | sequential (uW)
after CTS | 1140 | 2970 | 3870
after global routing | 1200 | 3090 | 3890
final | 1120 | 2930 | 3870
[metrics by stage]
step / power (uW) / instance area [um^2] / hold slack (ns)
floorplan: 4530 / 13800 / 0.739
global placement: 5070 / 15800 / 1.56
detailed placement: 5070 / 15800 / 1.57
CTS: 7980 / 16600 / 1.02
global route: 8170 / 16600 / 1.09
finish: 7920 / 16600 / 1.04
[critical path: cells and delay by family]
family                 cells  cell delay (ns)
and+or+nand+nor            1             0.11
muxes                      1             0.50
buffers and inverters      4             0.96
AOI/OAI and AO/OA          1             0.23
[final timing paths]
path / depth (start not counted) / to
max: 7 / read_data_a[9]
min: 1 / registers[4][3]
[layer usage]
layer,vias to the layer above,part of all wire,track usage
met4,6,0.031,0.0453
met3,89,0.17,0.145
met5,-,0.0041,0.0250
met2,567,0.48,0.279
li1,3330,-,-
met1,4045,0.32,0.193
Power is estimated from default activity; no workload was simulated.
