File: ./design.v
module mux_4to1_assign(
    output [3:0] out,
    input [3:0] a, 
    input [3:0] b, 
    input [3:0] c,
    input [3:0] d,               
    input [1:0] sel             
);             
   assign out = sel[1] ? (sel[0] ? d : c) : (sel[0] ? b : a);  
endmodule
module mux_2to1_16bit(
    output [15:0] out,
    input [15:0] a, 
    input [15:0] b, 
    input sel 
);
assign out = sel ? b : a;  
endmodule
File: ./run.sh
#!/bin/bash
# OpenROAD 26Q1-2900-gdf79404cd8, Yosys 0.63+post, stock flow scripts
make -C /OpenROAD-flow-scripts/flow DESIGN_CONFIG=/design/flow/config.mk WORK_HOME=/design/flow/orfs finish
File: ./config.mk
export PLATFORM = sky130hd
export DESIGN_NAME = mux_2to1_16bit
export DESIGN_NICKNAME = mux_2to1_16bit
export VERILOG_FILES = /design/flow/design.v
export SDC_FILE = /design/flow/constraint.sdc
export NUM_CORES = 4
export LEC_CHECK = 1
export CORE_AREA = 10 10 70 70
export DIE_AREA = 0 0 80 80
File: ./constraint.sdc
current_design mux_2to1_16bit

set clk_period 1.0
set clk_io_pct 0.2

create_clock -name clk0 -period $clk_period

set non_clock_inputs [all_inputs -no_clocks]
set_input_delay [expr $clk_period * $clk_io_pct] -clock clk0 $non_clock_inputs
set_output_delay [expr $clk_period * $clk_io_pct] -clock clk0 [all_outputs]
==> flow_summary.json <==
{
  "status": "finished, violations left",
  "violations": "negative setup slack",
  "holdWs_ns": 0.794,
  "worst_pin_slew_ns": 0.0710,
  "finalCritPeriodShare_pct": 106,
  "synth_cell_types": 4,
  "grt_max_degree": 9,
  "final_cell_mix": "dlygate4sd2_1, mux2_4, buf_6",
  "first_pass_iters": 2,
  "ys_cells": 18,
  "postCtsSetupRepairBufs": 0,
  "syn2layout_area_growth_pct": 219,
  "gp_congestion": 0.815,
  "worstPathRequired_ns": 0.80,
  "relSlewSlack_pct": 95.3,
  "antenna_found_initial": 0,
  "worstSetupPathType": "input pin to output pin",
  "grt_pass1_wl_um": 2190,
  "dieWidth_um": 80,
  "mostFrequentLayoutCell": "dlygate4sd2_1",
  "diodes": 0,
  "dpl.hpwl_um": 1220,
  "grt_usage_pct": 4.20,
  "numPortBuffers": 49,
  "end_kind": "output pin",
  "dieArea_mm2": 0.00640,
  "drc": 0,
  "post-route-cell-area_um2": 795,
  "comb_area_um2": 240,
  "max-cap-violations": 0,
  "io_pins": 49,
  "ys_chip_area_um2": 249,
  "clock.fmax_mhz": 947,
  "fin_cells": 113,
  "setup_viol": 16,
  "hold_buffers": 0,
  "synthCells": 18,
  "antenna_left": 0,
  "power_leakage_nw": 0.417,
  "rsz0062_at_grt": "true",
  "wl_per_cell_um": 12.4,
  "yosysWarnings": 0,
  "postPlaceCellArea_um2": 786,
  "drive_above_1_share_pct": 52.2,
  "critPathArrivalTime_ns": 0.86,
  "dr_total_vias": 359,
  "first_global_vias": 430,
  "synth_area_um2": 249,
  "via_per_inst": 3.18,
  "core_util_floorplan_pct": 7.29,
  "hold_viol": 0,
  "routed_wl_um": 1410,
  "crit_fanout": 8,
  "clkbuf_count": 0,
  "hp-class": "input pin to output pin",
  "core_area_mm2": 0.00342,
  "setup_ws_ns": -0.0564,
  "period_minus_slack_ns": 1.06,
  "fillCellCount": 374,
  "ys_seq_share_pct": 0,
  "syn_avg_cell_area_um2": 13.8,
  "slew_viol_final": 0,
  "peakVddDrop_uv": 151,
  "rows": 21,
  "dp.cells": 112,
  "tns_ns": -0.817,
  "ff_latch_area_um2": 0,
  "startpoint": "sel",
  "die_h_um": 80,
  "gr-total-overflow": 0,
  "startpoint_type": "input pin",
  "power.density_mw_per_mm2": 379,
  "setup.worst_path.end": "out[14]",
  "drtIter0Drc": 2,
  "warning_count": 34,
  "seq_cell_count": 0
}
-- worst max-delay path: stages --
cell	delay, ns
buf_12	0.11
buf_12	0.14
mux2_4	0.30
buf_6	0.11
-- cell families after synthesis --
logic type	count (synthesis)	synth area share, %
buffers and inverters	2	12.6
multiplexers	16	87.4
-- timing repair --
action	CTS	global route
resized	102	5
endpoints found under the hold margin	0	0
setup endpoints to repair	16	16
cloned	1	0
-- power breakdown --
group / total, mW / leakage, nW / internal [mW] / switching [mW]
combinational: 0.301 / 0.417 / 0.234 / 0.0674
sequential: 0 / 0 / 0 / 0
clock: 0 / 0 / 0 / 0
total: 0.301 / 0.417 / 0.234 / 0.0674
-- synth_stat cells --
library cell	n	area [µm²]
buf_6	1	11.3
buf_12	1	20.0
mux2_4	10	150
mux2_2	6	67.6
-- routing by layer --
| metal | GRT usage (%) | vias up | wire [µm] |
|---|---|---|---|
| met1 | 6.39 | 143 | 738 |
| met4 | 0 | 0 | 0 |
| li1 | - | 167 | - |
| met2 | 4.49 | 49 | 337 |
| met3 | 3.30 | 0 | 329 |
| met5 | 0 | - | 0 |
-- worst min-delay path by stage --
stage     startpoint      end  slack (ns)  cells after the start
4_1_cts         a[9]   out[9]        0.80                      3
5_1_grt        a[12]  out[12]        0.81                      3
6_report        a[5]   out[5]        0.79                      3
-- per-stage QoR --
step           power (mW)  worst slack, ns  utilization (%)
2_1_floorplan      0.0893           0.0725                -
3_3_place_gp        0.319           -0.846             23.0
3_5_place_dp        0.319           -0.853             23.0
4_1_cts             0.286          -0.0602             22.3
5_1_grt             0.326          -0.0712             23.3
6_report            0.301          -0.0564             23.3
-- area by class of cell --
cell class | instances | share of cell area, %
multi-input combinational | 16 | 30.2
tap | 46 | 7.24
timing repair buffer | 51 | 62.5
Power and IR drop assume default switching activity.
